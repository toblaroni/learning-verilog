==> design/flow/design.v <==
`timescale 1ns/1ps
module uart #
(
    parameter BAUD_RATE = 9600,
    parameter CLOCK_FREQ = 50000000    
)
(
    input wire clk,
    input wire rst,
    input wire start,    
    input wire [7:0] tx_data_in,    
    input wire rx_data_in,  
    output wire busy_tx, 
    output wire busy_rx,
    output wire rx_ready,
    output wire frame_error,
    output wire tx_data_out, 
    output wire [7:0] rx_data_out
);
uart_rx #(
    .BAUD_RATE (BAUD_RATE),
    .CLOCK_FREQ (CLOCK_FREQ)
) receiver (
    .clk         (clk),
    .rst         (rst),
    .data_in     (rx_data_in),
    .rx          (rx_data_out),
    .frame_error (frame_error),
    .rx_ready    (rx_ready),
    .busy        (busy_rx)
);
uart_tx #( 
    .BAUD_RATE (BAUD_RATE), 
    .CLOCK_FREQ (CLOCK_FREQ)
) transmitter (
    .clk     (clk),
    .rst     (rst),
    .start   (start),
    .data_in (tx_data_in),
    .busy    (busy_tx),
    .tx      (tx_data_out)
);
endmodule
`timescale 1ns/1ps
module uart_rx #
(
    parameter BAUD_RATE = 9600,
    parameter CLOCK_FREQ = 50000000    
)
(
    input wire clk,
    input wire data_in,      
    input wire rst,
    output reg rx_ready,
    output reg busy,
    output reg frame_error,      
    output reg [7:0] rx
);
localparam CLKS_PER_BIT = CLOCK_FREQ / BAUD_RATE;
reg [31:0] bit_count;
reg [2:0] bit_index;
reg [2:0] state;
reg [7:0] rx_shift;      
wire baud_tick = (bit_count == CLKS_PER_BIT-1);
wire sample_tick = (bit_count == (CLKS_PER_BIT-1)/2);
localparam IDLE  = 3'b00;
localparam START = 3'b01;
localparam DATA  = 3'b10;
localparam STOP  = 3'b11;
always @(posedge clk) begin
    if (rst) begin
        state <= IDLE;
        bit_count <= 0;
        bit_index <= 0;
        rx_ready <= 0;
        rx_shift <= 0;
        frame_error <= 0;
        rx <= 0;
        busy <= 0;
    end else begin
        rx_ready <= 0;
        frame_error <= 0;
        case (state) 
            IDLE: begin
                bit_index <= 3'b0;
                bit_count <= 32'b0;
                busy <= 0;
                if (data_in == 1'b0) begin
                    state <= START; 
                    busy <= 1;
                end
            end
            START: begin
                if (sample_tick) begin
                    if (data_in == 1'b1) 
                        state <= IDLE;   
                    else
                        bit_count <= bit_count + 1;
                end else if (baud_tick) begin
                    state <= DATA;
                    bit_count <= 0;
                end else
                    bit_count <= bit_count + 1;
            end
            DATA: begin
                if (sample_tick)
                    rx_shift[bit_index] <= data_in;
                if (baud_tick) begin
                    if (bit_index == 3'b111)
                        state <= STOP;
                    else
                        bit_index <= bit_index + 1;
                    bit_count <= 0;
                end else
                    bit_count <= bit_count + 1;
            end
            STOP: begin
                if (sample_tick) begin
                    if (data_in == 1'b1) begin
                        rx <= rx_shift;     
                        rx_ready <= 1'b1;
                        frame_error <= 1'b0;
                    end else
                        frame_error <= 1'b1;
                end 
                if (baud_tick) begin
                    state <= IDLE;
                    bit_count <= 0;
                    busy <= 0;
                end else
                    bit_count <= bit_count + 1;
            end
            default: state <= IDLE;
        endcase
    end
end
endmodule
`timescale 1ns/1ps
module uart_tx # 
(
    parameter BAUD_RATE = 9600,
    parameter CLOCK_FREQ = 50000000    
)
(
    input wire clk,              
    input wire rst,
    input wire start,            
    input wire [7:0] data_in,    
    output reg busy,             
    output reg tx                
);
localparam CLKS_PER_BIT = CLOCK_FREQ / BAUD_RATE;
reg [2:0] state;         
reg [7:0] data_reg;
reg [31:0] bit_count;
reg [2:0] bit_index;
wire baud_tick = (bit_count == CLKS_PER_BIT-1);
localparam IDLE  = 3'b00;
localparam START = 3'b01;
localparam DATA  = 3'b10;
localparam STOP  = 3'b11;
always @(posedge clk) begin
    if (rst) begin
        bit_count <= 32'b0;      
        state <= IDLE;
        busy <= 1'b0;
        tx <= 1'b1;              
        bit_index <= 3'b0;
        data_reg <= 0;
    end else begin
        case (state)
            IDLE: begin
                tx <= 1'b1;            
                busy <= 1'b0;           
                bit_index <= 3'b0;
                bit_count <= 32'b0;      
                if (start) begin
                    data_reg <= data_in;
                    state <= START;
                    busy <= 1'b1;
                end
            end
            START: begin
                tx <= 1'b0;
                if (baud_tick) begin
                    state <= DATA;
                    bit_count <= 0;
                end else
                    bit_count <= bit_count + 1;
            end
            DATA: begin
                tx <= data_reg[bit_index];
                if (baud_tick) begin
                    if (bit_index == 3'b111) begin
                        state <= STOP;
                     end else
                        bit_index <= bit_index + 1;
                    bit_count <= 0;
                end else
                    bit_count <= bit_count + 1;
            end
            STOP: begin
                tx <= 1'b1;
                if (baud_tick) begin
                    state <= IDLE;       
                    busy <= 1'b0;
                    bit_count <= 0;
                end else
                    bit_count <= bit_count + 1;
            end
            default: state <= IDLE;
        endcase
    end
end
endmodule
==> design/flow/run.sh <==
#!/bin/bash
# OpenROAD 26Q1-2900-gdf79404cd8, Yosys 0.63+post, stock flow scripts
make -C /OpenROAD-flow-scripts/flow DESIGN_CONFIG=/design/flow/config.mk WORK_HOME=/design/flow/orfs finish
==> design/flow/config.mk <==
export PLATFORM = sky130hd
export DESIGN_NAME = uart
export DESIGN_NICKNAME = uart
export VERILOG_FILES = /design/flow/design.v
export SDC_FILE = /design/flow/constraint.sdc
export NUM_CORES = 4
export LEC_CHECK = 1
export CORE_UTILIZATION = 50
==> design/flow/constraint.sdc <==
current_design uart

set clk_period 4.3
set clk_io_pct 0.2

create_clock -name clk0 -period $clk_period [get_ports {clk}]

set non_clock_inputs [all_inputs -no_clocks]
set_input_delay [expr $clk_period * $clk_io_pct] -clock clk0 $non_clock_inputs
set_output_delay [expr $clk_period * $clk_io_pct] -clock clk0 [all_outputs]
==> run notes <==
Implementation numbers.

- The highest clock rate this design can be run at is 0.391 GHz.
- The count of routing violations after the opening detailed-route iteration is 249.
- The clock drives 107 sinks.
- The clock latency reported for the late side of the worst-skew pair is 0.38 ns.
- Setup repair after global routing left no endpoint under its margin.
- The worst-margin pin slew is 0.816 ns.
- The synthesis log from Yosys contains 2 warnings.
- The critical path arrival is 2.87 ns.
- In the final layout, the registers with the most flip-flops are receiver.bit_count (32), transmitter.bit_count (32).
- Summing every instance area after synthesis gives 5320 um2.
- Of all cell types, the one taking the most synthesized area is sky130_fd_sc_hd__dfxtp_1.
- The critical-path cell with the highest stage delay is sky130_fd_sc_hd__or4_1.
- Per the OpenROAD power report, leakage power amounts to 1.85 nW.
- The final period demand of the worst path is 2.56 ns.
- The global-route usage over all layers is 22.6%.
- The count of filler cells inserted in the layout is 929.
- The CTS H-tree depth is 3.
- The relative slew slack is 45.1%.
- The power per cell area is 289 nW/um2.
- The first-pass GRT wire length is 19.9 mm.
- The OpenROAD warning count is 29.
- Walking the worst path, the cells encountered are nor4_2, buf_4, or4_1, or3_1, or3_1, a21oi_1.
- The HPWL after detailed placement is 7.51 mm.
- The die boundary width is 105 um.
- In the synthesized netlist the dominant register cell turns out to be sky130_fd_sc_hd__dfxtp_1.
- Measured along the y axis, the die boundary spans 105 um.
- The overall die size recorded for this design is 11,100 um2.
- The share of layout cells above drive strength 1 is 6.85%.
- The synthesis-to-layout area growth is 9.95%.
- The flop and latch count out of synthesis is 107.
- Across all layers, the routed design uses 4,573 vias.
- The via count of the first global-routing pass is 4,170.
- The peak fanout along the critical path is 15.
- TritonCTS built the clock tree.
- The number of remaining DRC errors is 0.
- The delay contributed by the slowest stage of the critical path is 0.73 ns.
- Max-slew check failures listed in the final report amount to 0.
- The average cell area after synthesis is 8.30 um2.
- Recorded from the global router log, the overflow total was 0.
- The number of endpoints failing setup at the final stage is 0.
- The number of antenna violations at the first check in global routing is 0.
- By count the netlist is led by sky130_fd_sc_hd__dfxtp_1, sky130_fd_sc_hd__nand2_1, sky130_fd_sc_hd__nor2_1, sky130_fd_sc_hd__a21oi_1, sky130_fd_sc_hd__o21ai_0.
- Input and output buffers added on the ports amount to 24.
- The antenna diode count is 0.
- The number of optimization iterations in the first detailed-route pass is 4.
- The count of antenna-violating nets left after detailed routing is 0.
- In the CTS report, the clock slew at the register clock pins of the worst setup and hold paths is listed as 0.10 ns.
- The share of the synthesized area in the top cell type is 40.3%.
- The number of clock buffers added by TritonCTS is 9.
- The worst IR drop on VDD is 0.265 mV.
- The worst slack at placement is 1.55 ns.
- The final clock period utilization by the worst path is 59.5%.
- After routing, the total negative slack on setup checks comes to 0 ns.
- STA classifies the critical path endpoint as a flop.
- The post-detailed-routing wire length is 11.3 mm.
- The synthesis report gives the async set-or-reset register share as 0%.
- Across all setup checks in the final design, the least slack found is 1.74 ns.
- For this configuration, the core starts out at a cell density of 51.5%.
- The post-cts sizing count is 0.
- Counting stages on the worst path, the most repeated cell is sky130_fd_sc_hd__or3_1.
- The number of I/O pins is 25.
- The post-synthesis instance total is 641.
- The core area is 10,300 um2.
- The number of maximum-capacitance violations is 0.
- Synthesis instantiated 51 different standard cells from the library.
- Summing the sequential cell areas from Yosys gives 40.3% of the chip area.
- The number of vias per cell after detailed routing is 5.77.
- The setup skew after layout is 0.0114 ns.
- The report lists the number of standard-cell rows as 37.
- The type of the most critical hold path is reg2reg.
- Data on the critical path is required at its endpoint by 4.61 ns.
- The worst setup path is launched from a flop.
- The per-cell routed wire length is 14.2 um.
- In the final report, the number of hold violations comes to 0.
- After synthesis, the cell types taking the most area are sky130_fd_sc_hd__dfxtp_1, sky130_fd_sc_hd__nand2_1, sky130_fd_sc_hd__nor2_1.
- Counting along the longest clock path gives a buffer depth of 2.
- The cell at the root of the clock tree is sky130_fd_sc_hd__clkbuf_8.
- The flow ran to the end, and the final reports show no timing, DRC or antenna violations.
- The synthesized design contains 0 enable-type register cells.
- After clock tree synthesis, the flow added hold-fix buffers numbering 0.
- The synth_stat.txt file lists the number of cells as 641.
- Entering global routing, the biggest net connects 56 pins.
- In the post-synthesis netlist, the cell with the most instances is sky130_fd_sc_hd__dfxtp_1.
- The area recorded from the Yosys report for this design is 5320 um2.
- After clock tree synthesis, the setup repair step added 0 buffers.
- The last weighted congestion value of the routability-driven placer is 0.824.
- The category of the critical setup timing path is reg2reg.
==> worst max-delay path, delay by kind of cell (launching register included) <==
kind | cells | cell delay, ns
buffers and inverters | 1 | 0.20
AOI/OAI and AO/OA | 1 | 0.14
DFF | 1 | 0.52
and+or+nand+nor | 4 | 1.63
==> layout make-up <==
type,count,area (um2),area share [%]
Multi-Input combinational cell,480,2970,50.7
Inverter,20,75.1,1.28
Sequential cell,107,2140,36.6
Clock buffer,11,151,2.59
Tap cell,136,170,2.91
Timing Repair Buffer,34,310,5.30
Clock inverter,5,36.3,0.620
==> cells by family after synthesis <==
logic type / count (synthesis) / synth area share (%)
and+or+nand+nor: 302 / 30.9
AOI/OAI and AO/OA: 117 / 13.0
DFF: 107 / 40.3
buffers and inverters: 54 / 4.23
xor gates and xnor gates: 36 / 5.93
muxes: 15 / 3.32
adders and majority gates: 10 / 2.35
==> per-layer routing <==
metal | vias to the layer above | GRT usage [%] | share of wire (%)
met2 | 91 | 34.0 | 44
met4 | 0 | 2.11 | 1.0
met5 | - | 0 | 0
li1 | 2354 | - | -
met1 | 2117 | 35.8 | 50
met3 | 11 | 5.08 | 5.2
==> stage by stage <==
stage	area, um2	total power, mW	cells	util [%]	hold slack (ns)
finish	5850	1.69	793	56.7	0.464
global route	5850	1.77	793	56.7	0.487
CTS	5850	1.72	793	56.7	0.466
detailed placement	5660	1.12	777	54.9	0.450
global placement	5660	1.12	777	54.9	0.442
floorplan	5320	1.08	641	-	0.426
==> cell usage in the layout (no fill, tap or decap), drive strengths merged, types with 4 or more instances in the layout <==
master / count
nor4: 17
xnor2: 18
nor3: 18
nand3b: 4
nor2: 66
and4: 14
a31oi: 9
nand2: 69
or3: 11
o211ai: 10
clkbuf: 11
dfxtp: 107
o21ai: 36
nand4: 25
inv: 21
nand3: 31
and4bb: 4
clkdlybuf4s50: 23
buf: 11
ha: 10
and2: 6
or4: 5
and3: 5
a21oi: 41
xor2: 18
nor4bb: 6
nor4b: 5
o31ai: 4
mux2i: 12
a311oi: 8
==> worst paths after layout <==
path,from,end,slack (ns),depth (start not counted)
worst max register to register,receiver.state[1]$_DFF_P_,receiver.bit_count[28]$_SDFFE_PP0P_,1.74,6
worst min-delay path,transmitter.data_reg[1]$_SDFFE_PP0P_,transmitter.data_reg[1]$_SDFFE_PP0P_,0.46,2
worst min register to register,transmitter.data_reg[1]$_SDFFE_PP0P_,transmitter.data_reg[1]$_SDFFE_PP0P_,0.46,2
worst max-delay path,receiver.state[1]$_DFF_P_,receiver.bit_count[28]$_SDFFE_PP0P_,1.74,6
==> where the power goes <==
part           switching [mW]  internal, mW
clock                   0.352         0.243
combinational          0.0547        0.0330
sequential            0.00935          1.00
total                   0.416          1.28
Power is estimated from default activity; no workload was simulated.
