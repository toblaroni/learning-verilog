==> ./design.v <==
`timescale 1ns/1ps
module blinker #(
    parameter SPEED = 100
)
(
    input clk,
    output reg signal
);
    reg [$clog2(SPEED)-1:0] counter;     
    always @(posedge clk) begin
        if (counter == SPEED-1) begin
            counter <= 0;
            signal <= ~signal;
        end else begin 
            counter <= counter + 1;
        end
    end
endmodule
==> ./run.sh <==
#!/bin/bash
# OpenROAD 26Q1-2900-gdf79404cd8, Yosys 0.63+post, stock flow scripts
make -C /OpenROAD-flow-scripts/flow DESIGN_CONFIG=/design/flow/config.mk WORK_HOME=/design/flow/orfs finish
==> ./config.mk <==
export PLATFORM = sky130hd
export DESIGN_NAME = blinker
export DESIGN_NICKNAME = blinker
export VERILOG_FILES = /design/flow/design.v
export SDC_FILE = /design/flow/constraint.sdc
export NUM_CORES = 4
export LEC_CHECK = 1
export CORE_AREA = 10 10 70 70
export DIE_AREA = 0 0 80 80
==> ./constraint.sdc <==
current_design blinker

set clk_period 1.5
set clk_io_pct 0.2

create_clock -name clk0 -period $clk_period [get_ports {clk}]

set non_clock_inputs [all_inputs -no_clocks]
set_input_delay [expr $clk_period * $clk_io_pct] -clock clk0 $non_clock_inputs
set_output_delay [expr $clk_period * $clk_io_pct] -clock clk0 [all_outputs]
==> results_slide.txt <==
Run Summary

Run status
  • Outcome: complete, no violations

Power and ir drop
  • Flop pwr share: 0.557
  • Int Power: 0.000318 W
  • Total power: 0.000389 W
  • Power density over cell area: 887 nW/um^2
  • Net Sw Frac: 0.182
  • Leakage: 0.132 nW
  • Peak supply drop: between 0.2 and 0.25 mV
  • Clock share of power: 0.443
  • Comb pwr share: 0
  • Switch Pwr: 0.0000706 W

Clock network
  • Post-CTS sizing: 0
  • Total CTS buffers: 3
  • Worst-path clk slew: 0.06 ns
  • Clock latency (worst-skew pair): 0.25 ns
  • Setup bufs post-CTS: 0
  • Clock buffer depth: 2
  • CTS Hold Bufs: 0
  • Root buffer cell: clkbuf_4
  • CTS tree: done
  • Clk sinks: 8
  • H-tree depth: 1

Logic synthesis
  • Synthesized registers: 8
  • Synthesis area per yosys: 344 um^2
  • Ys Warns: 1
  • And+or+nand+nor area frac: 0.316
  • Seq share, synth: 0.495
  • Synth Area in Adders: 0.0364
  • Ys cells: 31
  • Distinct cells, synth: 18
  • AO/OA Area Share: 0.0364
  • Netlist Area Pre-Place: 344 um^2
  • Mapped Cells: 31
  • Mean post-synth cell area: 11.1 um^2
  • Mux share: 0.0291
  • Comb area leader: simple AND/OR/NAND/NOR gates
  • XOR Share, Synth: 0.0764

Setup path
  • Worst Setup Path Type: reg2reg
  • Crit-path max FO: 5
  • Crit end category: register
  • CP Data Arrival Time: 1.31 ns
  • Worst setup SP type: register
  • Crit path launch: counter[0]
  • Slowest-stage cell, CP: dfxtp_1
  • R2r startpoint: counter[0]
  • Worst setup endpoint: signal
  • Crit path DRT: 1.46 ns
  • Worst reg2reg path endpoint: signal
  • Reg2Reg Setup Slack: 0.15 ns
  • Critical Path Max Stage Delay: 0.38 ns
  • FF-to-FF path depth: 3
  • Cell Chain, Critical Path: ha_1 > nand3_1 > nor2_8

Cells and area
  • Syn-to-layout area delta: 27.3%
  • Comb gate area: approximately 170 um^2
  • Layout cells sized above 1: 0.278
  • # fillers: 401
  • Non-Filler Instances: 82
  • Flip-flop and latch area: 170 um^2

Global routing
  • Total GRT Usage: 0.0184
  • Global-route wire length before repair: 876 um
  • Total global routing overflow: 0
  • Pin count of the biggest net entering global routing: 7
  • Initial antenna violation count: 0
  • Vias in the first global route: ~200

Detailed routing
  • Router iterations before antenna repair: 3
  • DR vias: roughly 230
  • DRC: 0
  • N_diodes: 0
  • DR vias/cell: 2.85
  • Antenna-violating nets left: 0
  • DRT iter0 DRCs: 11
  • DR WL/cell: 6.05 um
  • Final WL: just under 500 um

Timing
  • Hold Violations, Final: 0
  • Final setup vio count: 0
  • Worst-Margin Slew: 0.175 ns
  • Tcrit/Tclk final: 0.901
  • Setup TNS: 0 ns
  • Fin. max-slew vios: 0
  • Min cycle time layout: approximately 1.4 ns
  • Relative slew slack: 0.880
  • Unrepaired setup endpoints after global routing: false
  • Fmax: 740 MHz
  • Clock Skew: 0.00761 ns

Worst hold path
  • Hold/Removal Path Class: reg2reg

Floorplan
  • Die Span Y: 80 um
  • I/O pin cnt: 2
  • Die area: 6400 um^2
  • Chip Width: ~80 um
  • Std cell rows: 21
  • Core area: 3420 um^2
  • Initial core utilization: 0.101

Placed design
  • Final Wtd Congestion: approximately 0.73
  • Cells after DPL: 78
  • I/O Buffers: 1

Job
  • Log Warnings: 25
  • Max Cap Viol: 0
-- per-stage QoR --
stage / utilization / hold slack [ns] / setup WS, ns / cell area (um^2)
6_report: 0.128 / 0.472 / 0.148 / 438
5_1_grt: 0.128 / 0.509 / 0.0664 / 438
4_1_cts: 0.128 / 0.473 / 0.127 / 438
3_5_place_dp: 0.121 / 0.461 / 0.145 / 412
3_3_place_gp: 0.121 / 0.446 / 0.180 / 412
2_1_floorplan: - / 0.435 / 0.261 / 344
-- worst max-delay path, delay by kind of cell (launching register included) --
family	cells	cell delay (ns)
simple gates	2	0.39
fa+ha+maj	1	0.29
flops	1	0.38
-- power by group through the flow --
| stage | clock network [W] | logic [W] | registers [W] |
|---|---|---|---|
| after CTS | 0.000181 | 0.0000000000494 | 0.000216 |
| final | 0.000172 | 0.0000000000494 | 0.000216 |
| after global routing | 0.000195 | 0.0000000000494 | 0.000216 |
-- area by class of cell --
type | count | area share
Multi-Input combinational cell | 22 | 0.389
Inverter | 1 | 0.00857
Tap cell | 46 | 0.131
Timing Repair Buffer | 1 | 0.0229
Sequential cell | 8 | 0.389
Clock buffer | 4 | 0.0600
-- synthesized netlist by cell type (all sizes together) --
cell type  count  area share
edfxtp         1       0.087
mux2i          1       0.029
dfxtp          7        0.41
xnor2          3       0.076
ha             1       0.036
nor2b          1       0.025
nor3           1       0.029
nand4          1       0.018
and2           1       0.018
nand2          2       0.022
or3            1       0.033
nand3          3       0.044
nor2           4        0.11
inv            1       0.011
a31oi          2       0.036
and3           1       0.022
-- kinds of logic (layout without fill, tap and decap cells) --
group | count (synthesis) | after routing
adders and majority gates | 1 | 1
muxes | 1 | 1
DFF | 8 | 8
and+or+nand+nor | 15 | 15
buffers and inverters | 1 | 6
AOI/OAI and AO/OA | 2 | 2
xor gates and xnor gates | 3 | 3
-- routing by layer --
| metal | GRT usage | share of wire | vias up |
|---|---|---|---|
| met5 | 0 | 0 | - |
| met2 | 0.0193 | 0.35 | 5 |
| met4 | 0.00176 | 0 | 0 |
| met1 | 0.0229 | 0.48 | 109 |
| met3 | 0.0227 | 0.16 | 0 |
| li1 | - | - | 120 |
-- cell usage in the layout (no fill, tap or decap), drive strengths merged, types with 2 or more instances in the layout --
master / count
dfxtp: 7
clkbuf: 4
nor2: 4
nand3: 3
xnor2: 3
nand2: 2
a31oi: 2
-- registers in the layout, summed over array words and instances, names as in the netlist --
| register | flops |
|---|---|
| counter | 7 |
| signal | 1 |
-- worst min-delay path by stage --
| stage | startpoint | endpoint | slack, ns | cells past startpoint |
|---|---|---|---|---|
| CTS | counter[0] | counter[0] | 0.47 | 1 |
| finish | counter[0] | counter[0] | 0.47 | 1 |
| global route | counter[0] | counter[0] | 0.51 | 1 |
Power and IR drop assume default switching activity.
